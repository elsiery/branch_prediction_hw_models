===== flow/run.sh =====
#!/bin/bash
# OpenROAD 26Q1-2900-gdf79404cd8, Yosys 0.63+post, stock flow scripts
make -C /OpenROAD-flow-scripts/flow DESIGN_CONFIG=/design/flow/config.mk WORK_HOME=/design/flow/orfs finish

===== flow/config.mk =====
export PLATFORM = sky130hd
export DESIGN_NAME = ob_dp
export DESIGN_NICKNAME = ob_dp
export VERILOG_FILES = /design/flow/design.v
export SDC_FILE = /design/flow/constraint.sdc
export NUM_CORES = 4
export LEC_CHECK = 1
export CORE_UTILIZATION = 50

===== flow/constraint.sdc =====
current_design ob_dp

set clk_period 12.0
set clk_io_pct 0.2

create_clock -name clk0 -period $clk_period [get_ports {clk}]

set non_clock_inputs [all_inputs -no_clocks]
set_input_delay [expr $clk_period * $clk_io_pct] -clock clk0 $non_clock_inputs
set_output_delay [expr $clk_period * $clk_io_pct] -clock clk0 [all_outputs]

===== flow/design.v =====
module ob_dp #(
    parameter BHT_ENTERIES    = 128,
    parameter BTB_ENTERIES    = 32,
    parameter INSTR_SIZE_BYTE = 4
) 
(
    clk,
    rst_n,
    in_fetch_pc,
    in_fetch_nop,
    in_exe_pc,
    in_exe_nop,
    in_exe_branch_taken,
    in_exe_branch_offset,
    out_pc_offset,
    out_fetch_branch_taken
);
input clk;
input rst_n;
input in_fetch_nop;
input [INSTR_SIZE_BYTE*8-1 :0] in_fetch_pc;
input in_exe_nop;
input [INSTR_SIZE_BYTE*8-1 :0] in_exe_pc;
input in_exe_branch_taken;
input [INSTR_SIZE_BYTE*8-1 :0] in_exe_branch_offset;
output [INSTR_SIZE_BYTE*8-1 :0] out_pc_offset;
output out_fetch_branch_taken;
reg bht_entry [0:BHT_ENTERIES-1];
reg [INSTR_SIZE_BYTE*8-1 :0] btb_entry [0:BTB_ENTERIES-1];
reg [24:0] btb_tag [0:BTB_ENTERIES-1];
assign out_pc_offset = btb_entry[in_fetch_pc[6:2]];
assign out_fetch_branch_taken = bht_entry[in_fetch_pc[8:2]]&&(btb_tag[in_fetch_pc[6:2]]==in_fetch_pc[31:7]);
always@(posedge clk or negedge rst_n) begin
    if(rst_n) begin
        if(!in_exe_nop) begin
            bht_entry[in_exe_pc[8:2]]  <=  in_exe_branch_taken;
            if(in_exe_branch_taken) begin
                btb_entry[in_exe_pc[6:2]]  <=  in_exe_branch_offset;
                btb_tag[in_exe_pc[6:2]]    <=  in_exe_pc[31:7];
            end
        end
    end
    else if(!rst_n) begin
        bht_entry[0]  <=   0 ;bht_entry[1]  <=   0 ;bht_entry[2]  <=   0 ;bht_entry[3]  <=   0 ;bht_entry[4]  <=   0 ;bht_entry[5]  <=   0 ;bht_entry[6]  <=   0 ;bht_entry[7]  <=   0 ;bht_entry[8]  <=   0 ;bht_entry[9]  <=   0 ;
        bht_entry[10]  <=   0 ;bht_entry[11]  <=   0 ;bht_entry[12]  <=   0 ;bht_entry[13]  <=   0 ;bht_entry[14]  <=   0 ;bht_entry[15]  <=   0 ;bht_entry[16]  <=   0 ;bht_entry[17]  <=   0 ;bht_entry[18]  <=   0 ;bht_entry[19]  <=   0 ;
        bht_entry[20]  <=   0 ;bht_entry[21]  <=   0 ;bht_entry[22]  <=   0 ;bht_entry[23]  <=   0 ;bht_entry[24]  <=   0 ;bht_entry[25]  <=   0 ;bht_entry[26]  <=   0 ;bht_entry[27]  <=   0 ;bht_entry[28]  <=   0 ;bht_entry[29]  <=   0 ;
        bht_entry[30]  <=   0 ;bht_entry[31]  <=   0 ;bht_entry[32]  <=   0 ;bht_entry[33]  <=   0 ;bht_entry[34]  <=   0 ;bht_entry[35]  <=   0 ;bht_entry[36]  <=   0 ;bht_entry[37]  <=   0 ;bht_entry[38]  <=   0 ;bht_entry[39]  <=   0 ;
        bht_entry[40]  <=   0 ;bht_entry[41]  <=   0 ;bht_entry[42]  <=   0 ;bht_entry[43]  <=   0 ;bht_entry[44]  <=   0 ;bht_entry[45]  <=   0 ;bht_entry[46]  <=   0 ;bht_entry[47]  <=   0 ;bht_entry[48]  <=   0 ;bht_entry[49]  <=   0 ;
        bht_entry[50]  <=   0 ;bht_entry[51]  <=   0 ;bht_entry[52]  <=   0 ;bht_entry[53]  <=   0 ;bht_entry[54]  <=   0 ;bht_entry[55]  <=   0 ;bht_entry[56]  <=   0 ;bht_entry[57]  <=   0 ;bht_entry[58]  <=   0 ;bht_entry[59]  <=   0 ;
        bht_entry[60]  <=   0 ;bht_entry[61]  <=   0 ;bht_entry[62]  <=   0 ;bht_entry[63]  <=   0 ;bht_entry[64]  <=   0 ;bht_entry[65]  <=   0 ;bht_entry[66]  <=   0 ;bht_entry[67]  <=   0 ;bht_entry[68]  <=   0 ;bht_entry[69]  <=   0 ;
        bht_entry[70]  <=   0 ;bht_entry[71]  <=   0 ;bht_entry[72]  <=   0 ;bht_entry[73]  <=   0 ;bht_entry[74]  <=   0 ;bht_entry[75]  <=   0 ;bht_entry[76]  <=   0 ;bht_entry[77]  <=   0 ;bht_entry[78]  <=   0 ;bht_entry[79]  <=   0 ;
        bht_entry[80]  <=   0 ;bht_entry[81]  <=   0 ;bht_entry[82]  <=   0 ;bht_entry[83]  <=   0 ;bht_entry[84]  <=   0 ;bht_entry[85]  <=   0 ;bht_entry[86]  <=   0 ;bht_entry[87]  <=   0 ;bht_entry[88]  <=   0 ;bht_entry[89]  <=   0 ;
        bht_entry[90]  <=   0 ;bht_entry[91]  <=   0 ;bht_entry[92]  <=   0 ;bht_entry[93]  <=   0 ;bht_entry[94]  <=   0 ;bht_entry[95]  <=   0 ;bht_entry[96]  <=   0 ;bht_entry[97]  <=   0 ;bht_entry[98]  <=   0 ;bht_entry[99]  <=   0 ;
        bht_entry[100]  <=   0 ;bht_entry[101]  <=   0 ;bht_entry[102]  <=   0 ;bht_entry[103]  <=   0 ;bht_entry[104]  <=   0 ;bht_entry[105]  <=   0 ;bht_entry[106]  <=   0 ;bht_entry[107]  <=   0 ;bht_entry[108]  <=   0 ;bht_entry[109]  <=   0 ;
        bht_entry[110]  <=   0 ;bht_entry[111]  <=   0 ;bht_entry[112]  <=   0 ;bht_entry[113]  <=   0 ;bht_entry[114]  <=   0 ;bht_entry[115]  <=   0 ;bht_entry[116]  <=   0 ;bht_entry[117]  <=   0 ;bht_entry[118]  <=   0 ;bht_entry[119]  <=   0 ;
        bht_entry[120]  <=   0 ;bht_entry[121]  <=   0 ;bht_entry[122]  <=   0 ;bht_entry[123]  <=   0 ;bht_entry[124]  <=   0 ;bht_entry[125]  <=   0 ;bht_entry[126]  <=   0 ;bht_entry[127]  <=   0 ;
        btb_entry[0]  <=   0;
        btb_tag[0]    <=   0;
        btb_entry[1]  <=   0;
        btb_tag[1]    <=   0;
        btb_entry[2]  <=   0;
        btb_tag[2]    <=   0;
        btb_entry[3]  <=   0;
        btb_tag[3]    <=   0;
        btb_entry[4]  <=   0;
        btb_tag[4]    <=   0;
        btb_entry[5]  <=   0;
        btb_tag[5]    <=   0;
        btb_entry[6]  <=   0;
        btb_tag[6]    <=   0;
        btb_entry[7]  <=   0;
        btb_tag[7]    <=   0;
        btb_entry[8]  <=   0;
        btb_tag[8]    <=   0;
        btb_entry[9]  <=   0;
        btb_tag[9]    <=   0;
        btb_entry[10]  <=   0;
        btb_tag[10]    <=   0;
        btb_entry[11]  <=   0;
        btb_tag[11]    <=   0;
        btb_entry[12]  <=   0;
        btb_tag[12]    <=   0;
        btb_entry[13]  <=   0;
        btb_tag[13]    <=   0;
        btb_entry[14]  <=   0;
        btb_tag[14]    <=   0;
        btb_entry[15]  <=   0;
        btb_tag[15]    <=   0;
        btb_entry[16]  <=   0;
        btb_tag[16]    <=   0;
        btb_entry[17]  <=   0;
        btb_tag[17]    <=   0;
        btb_entry[18]  <=   0;
        btb_tag[18]    <=   0;
        btb_entry[19]  <=   0;
        btb_tag[19]    <=   0;
        btb_entry[20]  <=   0;
        btb_tag[20]    <=   0;
        btb_entry[21]  <=   0;
        btb_tag[21]    <=   0;
        btb_entry[22]  <=   0;
        btb_tag[22]    <=   0;
        btb_entry[23]  <=   0;
        btb_tag[23]    <=   0;
        btb_entry[24]  <=   0;
        btb_tag[24]    <=   0;
        btb_entry[25]  <=   0;
        btb_tag[25]    <=   0;
        btb_entry[26]  <=   0;
        btb_tag[26]    <=   0;
        btb_entry[27]  <=   0;
        btb_tag[27]    <=   0;
        btb_entry[28]  <=   0;
        btb_tag[28]    <=   0;
        btb_entry[29]  <=   0;
        btb_tag[29]    <=   0;
        btb_entry[30]  <=   0;
        btb_tag[30]    <=   0;
        btb_entry[31]  <=   0;
        btb_tag[31]    <=   0;
    end
end
endmodule

==> impl_metrics.py <==
# Physical implementation metrics
metrics = {
    "run_status": {
        "status": "completed",
    },
    "global_route": {
        "antenna_found_initial": 6,
        "grt_max_degree": 126,
        "grt_pass1_vias": 60100,
        "grt_first_pass_wirelength_mm": 450,
        "grt-ovfl-total": 0,
        "track_usage": 0.382,
    },
    "timing": {
        "finalHoldViolCount": 0,
        "setup_viol_count_final": 0,
        "slew_headroom": 0.130,
        "fmax_ghz": 0.0952,
        "finalClockPeriodUsage": 0.875,
        "rsz0062_at_grt": "false",
        "finClkSkew_ns": 0,
        "worst_slew_pin_slew_ns": 1.29,
        "slew_violations": 0,
        "setup_tns_ns": 0,
        "finalCriticalPeriod_ns": 10.50,
        "hold_ws_ns": 0.497,
        "setup_ws_ns": 1.50,
    },
    "drt": {
        "vias": 59500,
        "wl_mm": 312,
        "drtAntennaViolNets": 0,
        "drt_first_pass_iters": 5,
        "drt_iter0_drc": 5193,
        "remaining_drc_errors": 0,
        "wl_per_cell_um": 34.4,
        "routed_via_density": 6.57,
    },
    "floorplan": {
        "row_count": 152,
        "fp_util": 0.504,
        "core-area_um2": 172000,
        "fp.dieW_um": 418,
        "num_io_pins": 134,
        "chipHeight_um": 418,
        "die_area_um2": 175000,
    },
    "finish": {
        "layout-drive-gt1-share": 0.402,
        "fin_cells": 9056,
        "area_growth_pct": 13.2,
    },
    "critical_path": {
        "endpoint_kind": "primary output",
        "r2r_cells": 1,
        "cp_max_fo": 27,
        "rrSetupSlack_ns": 11.13,
        "reg2reg_to": "btb_tag[0][0]",
        "r2r-start": "btb_tag[0][0]",
        "worstSetupStartpointType": "input port",
        "cp.arrival_ns": 8.10,
        "path_class": "in -> out",
        "required_ns": 9.60,
    },
    "synthesis": {
        "async_reset_ff_frac": 1.00,
        "synth.largest_area_cell": "dfrtp_1",
        "top_cell": "mux2_2",
        "synth.cell_area_um2": 86700,
        "ys_sh_adder": 0,
        "synthAoiAreaFrac": 0.0851,
        "yosysWarnings": 4,
        "synthDistinctLibCells": 88,
        "xor_share": 0.00111,
        "syn_inst": 6579,
        "common_cells": "mux2_2 (1976), dfrtp_1 (1952), a22oi_1 (667)",
        "synth_stat.cells": 6579,
        "ys_seq_share": 0.564,
        "topCellsByArea": "dfrtp_1 (56%), mux2_2 (26%), a22oi_1 (5.8%)",
        "yosys_area_um2": 86700,
        "synthTopLogicFamily": "multiplexers",
        "synthMuxAreaShare": 0.265,
        "synthFlopType": "dfrtp_1",
        "edf_count": 0,
        "ys_seq_elements": 1952,
        "top_cell_area_share": 0.564,
        "simple_gate_share": 0.0539,
        "avgSynthCellArea_um2": 13.2,
    },
    "placed_design": {
        "pre_cts_ws_ns": 1.74,
        "gp_congestion": 0.935,
        "dp_hpwl_mm": 174,
        "port_buffers": 128,
        "dp.cells": 8671,
    },
    "power": {
        "powerDensity_nw_per_um2": 163,
        "peakVddDrop_v": 0.000137,
        "pwr-share-clk": 0.409,
        "p_leak_uw": 0.0459,
        "internal-power_uw": 12000,
        "p_seq_frac": 0.490,
        "p_comb_frac": 0.102,
        "p_sw_uw": 3940,
        "p_sw_frac": 0.247,
    },
    "cts": {
        "clkTransAtPathRegs_ns": 0.06,
        "cts_tree": "yes",
        "cts_made_buffers": 206,
        "htreeDepth": 4,
        "cts_setup_buffers": 0,
        "ctsHoldBuffers": 0,
        "cts.path.max_buffers": 3,
        "post_cts_resized": 0,
        "clk_latency_ns": 0.84,
        "clock-sinks": 1952,
        "cts-root-buf": "clkbuf_16",
    },
    "worst_hold_path": {
        "min_to": "btb_tag[22][12]",
        "min_from": "btb_tag[22][12]",
        "hold_class": "reg -> reg",
        "min_path_cells": 1,
    },
    "flow_run": {
        "log.warning_count": 55,
        "cap_violations": 0,
    },
}
==> layer usage <==
layer,global-route usage,vias to the layer above,part of all wire
met3,0.144,741,0.11
met4,0.135,6,0.045
li1,-,24400,-
met1,0.561,31700,0.40
met2,0.546,2709,0.45
met5,0.000556,-,0.00014
==> flip-flops by register name, indices dropped and copies added (netlist names) <==
register,cells
bht_entry,128
btb_entry,1024
btb_tag,800
==> through the flow <==
stage          utilization  cell area, um^2  power, uW
2_1_floorplan            -            86700       8880
3_3_place_gp         0.530            91100       9470
3_5_place_dp         0.530            91100       9550
4_1_cts              0.571            98100      16000
5_1_grt              0.571            98100      16500
6_report             0.571            98100      16000
==> critical path, cell delays in order <==
cell and delay, ns:
buf_4 0.49, buf_4 0.42, or2b_4 0.46, nor2_4 0.64, buf_4 0.59, a22oi_1 0.18
nand4_1 0.14, nor2_1 0.06, o2bb2ai_1 0.26, xnor2_1 0.24, nor4_1 1.06, buf_4 0.26
o2111a_1 0.31, clkdlybuf4s50_1 0.51
==> worst max-delay path by stage <==
stage              start                      to  slack (ns)
4_1_cts   in_fetch_pc[6]  out_fetch_branch_taken        1.72
5_1_grt   in_fetch_pc[6]  out_fetch_branch_taken        1.51
6_report  in_fetch_pc[6]  out_fetch_branch_taken        1.50
==> cell usage in the layout, fill, tap and decap left out, types with 19 or more instances in the layout <==
cell,Yosys,final
mux2_2,1976,1976
dfrtp_1,1952,1952
a22oi_1,667,667
nand2_1,292,282
buf_4,12,265
clkbuf_16,0,207
nor2_1,189,150
clkdlybuf4s50_1,0,121
nand3_1,111,111
nand4_1,98,98
clkbuf_8,0,68
nor3_1,70,64
and3_1,64,64
mux2i_1,62,62
nor2_4,0,47
a31oi_1,43,43
clkbuf_1,436,41
clkinv_2,0,34
a22o_1,33,33
a222oi_1,32,32
a21oi_1,30,30
nor4_1,29,29
buf_12,0,25
o21ai_0,24,24
inv_1,19,19
==> power by group through the flow <==
| stage | registers (uW) | clock network [uW] | logic (uW) |
|---|---|---|---|
| 4_1_cts | 7820 | 6600 | 1620 |
| 5_1_grt | 7930 | 6860 | 1750 |
| 6_report | 7830 | 6530 | 1620 |
==> cells by family (layout without fill, tap and decap cells) <==
group | count (synthesis) | after routing
AND-OR/OR-AND | 968 | 968
XOR/XNOR | 11 | 11
buffers and inverters | 650 | 808
flip-flops | 1952 | 1952
multiplexers | 2042 | 2042
other | 0 | 9
AND/OR/NAND/NOR | 956 | 956
==> cell type report <==
cell class | count | area (um^2)
clock buffers | 316 | 6270
fillers | 13600 | 73800
repair buffers | 413 | 3730
multi-input cells | 3977 | 35600
diodes | 9 | 22.5
inverters | 19 | 71.3
clock inverters | 60 | 733
well taps | 2310 | 2890
flip-flops and latches | 1952 | 48800
Power is estimated from default activity; no workload was simulated.
